### flow/design.v
module BCDEncoder (in,out);
input [3:0]in;
output reg [3:0]out;
always @(in)
begin
if (in[3:0]>=4'b0101&& in[3:0] <=4'b1100)
out[3:0]=in[3:0]+4'b0011;
else 
out[3:0]=in[3:0];
end
endmodule
module Binarytobcd(bin,hunderds,tens,ones);
input  [7:0] bin;
output [3:0] hunderds;
output [3:0] tens;
output [3:0] ones;
wire [3:0] in1,in2,in3,in4,in5,in6,in7;
wire [3:0]out1,out2,out3,out4,out5,out6,out7;
BCDEncoder ob1 (in1,out1);
BCDEncoder ob2 (in2,out2);
BCDEncoder ob3 (in3,out3);
BCDEncoder ob4 (in4,out4);
BCDEncoder ob5 (in5,out5);
BCDEncoder ob6 (in6,out6);
BCDEncoder ob7 (in7,out7);
assign in1[3]=0;
assign in1[2]=bin[7];
assign in1[1]=bin[6];
assign in1[0]=bin[5];
assign in2[3]=out1[2];
assign in2[2]=out1[1];
assign in2[1]=out1[0];
assign in2[0]=bin[4];
assign in3[3]=out2[2];
assign in3[2]=out2[1];
assign in3[1]=out2[0];
assign in3[0]=bin[3];
assign in4[3]=0;
assign in4[2]=out1[3];
assign in4[1]=out2[3];
assign in4[0]=out3[3];
assign in5[3]=out3[2];
assign in5[2]=out3[1];
assign in5[1]=out3[0];
assign in5[0]=bin [2];
assign in6[3]=out4[2];
assign in6[2]=out4[1];
assign in6[1]=out4[0];
assign in6[0]=out5[3];
assign in7[3]=out5[2];
assign in7[2]=out5[1];
assign in7[1]=out5[0];
assign in7[0]=bin[1];
assign hunderds [3]=0;
assign hunderds[2]=0;
assign hunderds [1]=out4[3];
assign hunderds[0]=out6[3];
assign tens[3]=out6[2];
assign tens[2]=out6[1];
assign tens[1]=out6[0];
assign tens[0]=out7[3];
assign ones[3]=out7[2];
assign ones[2]=out7[1];
assign ones[1]=out7[0];
assign ones[0]=bin[0];
endmodule
module tb;
reg [7:0] bin;
wire [3:0] hunderds;
wire [3:0] tens;
wire [3:0] ones;
Binarytobcd ob(bin,hunderds,tens,ones);
initial begin
bin=8'b00000000;
#100
bin=8'b00001111;
#100
bin=8'b00011111;
#100
bin=8'b11111111;
#100
bin=8'b01010101;
end
endmodule
### flow/run.sh
#!/bin/bash
# OpenROAD 26Q1-2900-gdf79404cd8, Yosys 0.63+post, stock flow scripts
make -C /OpenROAD-flow-scripts/flow DESIGN_CONFIG=/design/flow/config.mk WORK_HOME=/design/flow/orfs finish
### flow/config.mk
export PLATFORM = sky130hd
export DESIGN_NAME = Binarytobcd
export DESIGN_NICKNAME = Binarytobcd
export VERILOG_FILES = /design/flow/design.v
export SDC_FILE = /design/flow/constraint.sdc
export NUM_CORES = 4
export LEC_CHECK = 1
export CORE_AREA = 10 10 70 70
export DIE_AREA = 0 0 80 80
### flow/constraint.sdc
current_design Binarytobcd

set clk_period 8.3
set clk_io_pct 0.2

create_clock -name clk0 -period $clk_period

set non_clock_inputs [all_inputs -no_clocks]
set_input_delay [expr $clk_period * $clk_io_pct] -clock clk0 $non_clock_inputs
set_output_delay [expr $clk_period * $clk_io_pct] -clock clk0 [all_outputs]
==> impl_metrics.csv <==
group,metric,value,unit
run_status,outcome,"complete, no violations",
routing,drt_wl_total,4350,um
final_timing,max_slew_margin,62.6,%
final_timing,period_minus_slack,8060,ps
routing,drt_iter0_markers,148,
clocking,cts_hold_buf,0,
global_routing,grt_max_degree,13,
critical_path,crit_buf_inv,8,
routing,n_antenna_cell,0,
place,placed_cell_area,2040,um^2
flow_run,openroad.warnings,38,
cells_and_area,n_clock_buffer,0,
power_and_ir_drop,pwr-share-comb,100.0,%
power_and_ir_drop,p_seq_share,0,%
power_and_ir_drop,p_per_area,164,nW/um^2
synth,top_area_share,10.8,%
die,fp-row-count,21,
final_timing,tightest_slew,558,ps
final_timing,hold_violations,0,
critical_path,end_kind,"output pin",
power_and_ir_drop,p_int,0.198,mW
synth,yosysSeqAreaShare,0,%
cells_and_area,flops,0,
power_and_ir_drop,sw_frac_of_total,44.1,%
die,dieArea,6400,um^2
global_routing,grt_antenna_before_repair,0,
global_routing,gr-total-overflow,0,
hold_path,min_path_type,"in2out",
final_timing,whs,3320,ps
place,post-dp-hpwl,3560,um
flow_run,maxCapViolations,0,
power_and_ir_drop,p_leak,0.946,nW
critical_path,crit_path_start_kind,"input pin",
critical_path,crit_top_cell,"buf_4",
synth,yosys-top-cells-count,"19 x nand2_1, 15 x inv_1, 13 x ha_1",
critical_path,crit_required,6640,ps
power_and_ir_drop,power.clock.fraction,0,%
final_timing,slew_violations,0,
routing,wl_per_cell,13.7,um
global_routing,grt_pass1_vias,1706,
synth,synth_top_cell_by_count,"nand2_1",
synth,yosys_cells,210,
cells_and_area,fillCellCount,283,
synth,synth_cell_types,69,
critical_path,crit_family,"buffers and inverters",
critical_path,cp_max_fo,10,
die,core_util_floorplan,43.9,%
routing,ant_nets,0,
die,die_y,80,um
critical_path,slowest_stage,"clkdlybuf4s50_1",
cells_and_area,fin_area,2170,um^2
synth,syn_area_per_cell,7.14,um^2
synth,syn_area,1500,um^2
synth,syn_inst,210,
die,fp.dieW,80,um
power_and_ir_drop,p_sw,0.157,mW
synth,ys_area,1500,um^2
synth,yosys_warnings,1,
cells_and_area,drive_gt1_share,36.5,%
routing,route.detailed.drc,0,
synth,yosys.area.top_type,"ha_1",
routing,vias,1838,
critical_path,critical_path_arrival,6400,ps
global_routing,grt_use_total,13.5,%
synth,top_cells_by_area,"ha_1 11%, nand2_1 4.8%, a21oi_1 4.0%, inv_1 3.8%, a211o_1 2.9%",
place,io_buffer_count,16,
critical_path,crit_type,"in2out",
routing,via_per_inst,5.80,
final_timing,finalCritPeriodShare,97.1,%
cells_and_area,ff_latch_area,0,um^2
final_timing,final-setup-viol-count,0,
power_and_ir_drop,irDropWorstVdd,0.0000874,V
routing,drt_pass1_iterations,4,
global_routing,grt_pass1_wl,7550,um
die,ios,20,
critical_path,crit_path_max_incr_delay,460,ps
final_timing,clock.fmax,0.124,GHz
cells_and_area,area_growth,44.6,%
place,place_congestion,0.933,
die,core,3420,um^2
## routing by layer
metal | vias up | GRT usage (%) | part of all wire (%)
li1 | 940 | - | -
met1 | 857 | 19.5 | 50
met2 | 39 | 22.5 | 46
met3 | 2 | 0.568 | 3.7
met4 | 0 | 1.06 | 0.37
met5 | - | 0 | 0
## worst paths after layout
| check | cells past startpoint | slack (ps) | from | end |
|---|---|---|---|---|
| hold / removal | 0 | 3320 | bin[0] | ones[0] |
| setup / recovery | 28 | 240 | bin[5] | ones[2] |
## through the flow
stage | util (%) | setup WS [ps] | TNS (ps) | instances | power [mW]
2_1_floorplan | - | 93.8 | 0 | 211 | 0.194
3_3_place_gp | 59.6 | -44.0 | -44.0 | 312 | 0.323
3_5_place_dp | 59.6 | -162 | -177 | 312 | 0.328
4_1_cts | 62.7 | 25.7 | 0 | 316 | 0.347
5_1_grt | 63.5 | -5.02 | -5.02 | 317 | 0.391
6_report | 63.5 | 239 | 0 | 317 | 0.355
## logic make-up (layout without fill, tap and decap cells)
family,count (synthesis),count (layout),share of synthesized area [%]
buf+inv,30,90,9.51
xor+xnor,3,3,1.75
simple gates,74,74,28.9
compound gates,84,84,44.9
fa+ha+maj,13,13,10.8
other cells,1,2,0.250
mux,5,5,3.84
## cell usage in the layout, fill, tap and decap left out, types with 4 or more instances in the layout
| cell | Yosys | layout |
|---|---|---|
| a21o_1 | 4 | 4 |
| ha_1 | 13 | 8 |
| nand3_1 | 7 | 7 |
| buf_4 | 3 | 58 |
| o31a_1 | 4 | 4 |
| nand2_1 | 19 | 18 |
| clkdlybuf4s50_1 | 0 | 13 |
| a211o_1 | 5 | 5 |
| o211ai_1 | 5 | 5 |
| a21oi_1 | 12 | 11 |
| nor2_1 | 8 | 4 |
| o21ai_1 | 4 | 5 |
| ha_2 | 0 | 4 |
| nor2b_1 | 5 | 4 |
| o21ai_0 | 7 | 6 |
| or3_1 | 4 | 4 |
| a211oi_1 | 5 | 5 |
| nor4_1 | 5 | 4 |
| inv_1 | 15 | 14 |
## power groups by stage
stage,Combinational [mW],Clock (mW),Sequential [mW]
after CTS,0.347,0,0
after global routing,0.391,0,0
final,0.355,0,0
## timing repair
item                       in CTS  in global routing
cloned                          0                  0
pin swaps                      15                 10
setup buffers                   4                  1
setup endpoints to repair       2                  4
resized                        22                  6
## final cells by class
type	count	area [um^2]	share of cell area [%]
inverters	16	60.1	2.77
multi-input cells	181	1460	67.3
well taps	46	57.6	2.65
repair buffers	74	592	27.3
No activity file was given, so power comes from the tool's default toggle rates.
