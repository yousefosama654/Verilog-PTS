**flow/design.v**
```verilog
module lab (x,y,cin,sum,cout);
input [3:0]x;
input [3:0]y;
input cin;
wire[7:0]s;
wire[7:0]c;
wire[2:0]coutf;
output cout;
output[3:0]sum;
assign {c[0],s[0]}=x[0]+y[0]+0;
assign {c[1],s[1]}=x[1]+y[1]+0;
assign {c[2],s[2]}=x[2]+y[2]+0;
assign {c[3],s[3]}=x[3]+y[3]+0;
assign {c[4],s[4]}=x[0]+y[0]+1;
assign {c[5],s[5]}=x[1]+y[1]+1;
assign {c[6],s[6]}=x[2]+y[2]+1;
assign {c[7],s[7]}=x[3]+y[3]+1;
assign coutf[0]= ~cin ? c[0]:c[4] ;
assign coutf[1]= ~coutf[0] ? c[1]:c[5] ;
assign coutf[2]= ~coutf[1] ? c[2]:c[6] ;
assign cout= ~coutf[2]? c[3]:c[7] ;
assign sum[0]=cin ?s[4] : s[0] ;
assign sum[1]=coutf[0] ?s[5] : s[1] ;
assign sum[2]=coutf[1] ?s[6] : s[2] ;
assign sum[3]=coutf[2] ?s[7] : s[3] ;
endmodule
module lab_tb();
reg [3:0]x;
reg [3:0]y;
reg cin;
wire [3:0]sum;
wire cout;
lab obj(x,y,cin,sum,cout);
initial begin
x=4'b0110; y=4'b0011;cin=1'b0;#100;
x=4'b0011; y=4'b0001;cin=1'b1;#100;
x=4'b0110; y=4'b0111;cin=1'b0;#100;
end
endmodule
```
**flow/run.sh**
```bash
#!/bin/bash
# OpenROAD 26Q1-2900-gdf79404cd8, Yosys 0.63+post, stock flow scripts
make -C /OpenROAD-flow-scripts/flow DESIGN_CONFIG=/design/flow/config.mk WORK_HOME=/design/flow/orfs finish
```
**flow/config.mk**
```make
export PLATFORM = sky130hd
export DESIGN_NAME = lab
export DESIGN_NICKNAME = lab
export VERILOG_FILES = /design/flow/design.v
export SDC_FILE = /design/flow/constraint.sdc
export NUM_CORES = 4
export LEC_CHECK = 1
export CORE_AREA = 10 10 70 70
export DIE_AREA = 0 0 80 80
```
**flow/constraint.sdc**
```tcl
current_design lab

set clk_period 2.3
set clk_io_pct 0.2

create_clock -name clk0 -period $clk_period

set non_clock_inputs [all_inputs -no_clocks]
set_input_delay [expr $clk_period * $clk_io_pct] -clock clk0 $non_clock_inputs
set_output_delay [expr $clk_period * $clk_io_pct] -clock clk0 [all_outputs]
```
==> results_slide.txt <==
Implementation Results

Timing
  • Slew Limit Headroom: 87.54%
  • Peak Freq: between 0.4 and 0.5 GHz
  • Fin crit period: between 2000 and 2500 ps
  • Fin. Hold Viols: 0
  • Slew @ Worst Pin: around 180 ps
  • Post-route clock period utilization: 96.92%
  • Unrepaired setup endpoints after global routing: false
  • Post-Route Setup TNS: 0 ps
  • Smallest hold slack: about 1500 ps
  • Final-report setup violation count: 0
  • Max-slew violations: 0

Floorplanning
  • Die W: 80 µm
  • # IOs: 14
  • Core area: 3416 µm²
  • Floorplan utilization: around 12%
  • Chip Area: 6400 µm²
  • Die Y: approximately 80 µm
  • # rows: 21

Cells and area
  • Seq_cells: 0
  • Filler cells: 384
  • Area Growth Syn to Fin: 75.16%
  • Flop area: 0 µm²
  • CLK BUF: 0
  • Ratio of cells with drive above 1 in the final layout: 40.26%

Global routing
  • Vias in the first global route: 402
  • Initial antenna violation count: 0
  • Largest net degree at the start of global routing: 9
  • Aggregate global-route resource usage: 3.210%
  • GRT overflow: 0
  • First-pass GRT wire length: 1800 µm

Power
  • Static Leak: roughly 0.31 nW
  • Maximum vdd ir drop: 74.82 µV
  • Final Power: around 130 µW
  • Power Dens Cells: ~180 nW/µm²

Critical path
  • Worst path slowest cell: or3_1
  • Arrival @ worst endpoint: 1770 ps
  • Max FO, Critical Path: 3
  • CP Launch Type: input pin
  • CP cell instances: dlygate4sd2_1 -> inv_1 -> ha_4 -> or3_1 -> a41o_2 -> nand4_1 -> buf_2
  • Crit path max-delay family: simple AND/OR/NAND/NOR gates
  • Peak per-stage delay on the critical path: 360 ps
  • CP Buf/Inv Count: 3
  • Crit. End Element: primary output
  • Crit path required time: 1840 ps
  • Critical path class: input pin to primary output

Job
  • Max Cap Viol: 0
  • Tool warnings: 36

Logic synthesis
  • Post-synthesis cell area: 392.9 µm²
  • Cell Type Count: 24
  • Post-synth seq share: 0%
  • YS chip area: 392.9 µm²
  • Ys cells: 53
  • Yosys warns: 0
  • Gate Count Post-Synth: 53
  • Syn avg cell area: 7.413 µm²

Placement
  • PortBufs: 14
  • Detailed Place HPWL: 877.7 µm
  • RD Place Congestion: slightly below 0.7

Drt
  • Iter 0 DRT Violations: 16
  • Residual DRC: 0
  • DRT Wirelength: 1035 µm
  • Final antenna-violating net count: 0
  • DR vias/cell: 3.537
  • First-pass DRT Iterations: 4
  • Via count: about 440
  • Antenna diode count: 0
  • WL/cell: 8.415 µm

Status
  • Outcome: complete, no violations

Hold path
  • Tightest Hold Check Type: input pin to primary output
-- per-stage QoR --
step	cells	instance area, µm²	setup slack [ps]	utilization (%)
2_1_floorplan	53	392.9	376.4	-
3_3_place_gp	121	643.1	-620.3	18.83
3_5_place_dp	121	643.1	-609.6	18.83
4_1_cts	123	690.7	14.53	20.22
5_1_grt	123	688.2	7.740	20.15
6_report	123	688.2	70.93	20.15
-- where the power goes --
group / internal, mW / switching [mW] / leakage, nW
clock network: 0 / 0 / 0
logic: 0.0768 / 0.0498 / 0.311
registers: 0 / 0 / 0
total: 0.0768 / 0.0498 / 0.311
-- cell type report --
cell class | count | area, µm² | area share, %
multi-input combinational | 42 | 395.4 | 57.45
timing repair buffer | 26 | 201.4 | 29.27
tap | 46 | 57.56 | 8.364
inverter | 9 | 33.78 | 4.909
-- cells by family after synthesis --
group	synth area share (%)
compound gates	11.78
simple gates	39.17
xor+xnor	6.689
fa+ha+maj	25.48
mux	2.548
buf+inv	14.33
-- timing repair --
item	CTS	global route
hold buffers	0	0
pin swaps	4	1
setup buffers	2	0
setup endpoints to repair	5	2
gates resized	34	4
-- routing by layer --
metal | share of wire [%] | track usage [%] | vias to the layer above | wire (µm)
li1 | - | - | 228 | -
met1 | 49 | 4.617 | 200 | 510
met2 | 50 | 5.538 | 7 | 517
met3 | 0.68 | 0 | 0 | 7
met4 | 0 | 0 | 0 | 0
met5 | 0 | 0 | - | 0
-- cell usage after synthesis --
cell type	n	share of area (%)
a21oi_1	1	1.3
a221o_1	1	2.5
a41o_2	1	2.9
and2_4	1	2.2
and3b_1	1	2.2
buf_6	2	5.7
ha_1	8	25
inv_1	9	8.6
mux2i_1	1	2.5
nand2_1	2	1.9
nand2b_1	3	4.8
nand2b_4	1	3.5
nand3_1	3	3.8
nand3b_1	2	3.8
nand4_1	2	3.2
nor2_1	2	1.9
nor2b_1	2	3.2
nor3_1	1	1.3
nor3b_1	3	5.7
o211ai_1	2	3.8
o21ai_0	1	1.3
or3_1	1	1.6
xnor2_1	2	4.5
xor2_1	1	2.2
-- placed cells by master, fill, tap and decap left out, types with 3 or more instances in the layout --
master,count
buf_4,12
dlygate4sd2_1,7
inv_1,5
inv_2,4
nand3_1,3
ha_1,3
ha_4,3
buf_2,3
-- worst paths after layout --
check                 from      to  slack, ps  depth (start not counted)
worst max-delay path  x[3]  sum[3]         70                          7
worst min-delay path  x[1]  sum[1]       1500                          5
Power figures rest on the tool's default switching activity, not on a simulated workload.
