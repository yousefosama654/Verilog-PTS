$ cat flow/design.v
module RegisterFile #(parameter AW=2,parameter DW=16 )(rst,clk,W_Enable,W_Data,W_Address,R_Data,R_Address);
localparam N= 2**AW;
input rst,clk,W_Enable;
input[DW:0]W_Data;
input[AW:0]W_Address,R_Address;  
output [DW:0]R_Data;
reg [DW:0]Array_Data[N:0];  
integer i;
always @(posedge clk or posedge rst) begin
if(rst)
for(i=0;i<N;i=i+1)
Array_Data[i]=0;
else if(W_Enable)
Array_Data[W_Address]=W_Data;
end
assign R_Data=Array_Data[R_Address];
endmodule
$ cat flow/run.sh
#!/bin/bash
# OpenROAD 26Q1-2900-gdf79404cd8, Yosys 0.63+post, stock flow scripts
make -C /OpenROAD-flow-scripts/flow DESIGN_CONFIG=/design/flow/config.mk WORK_HOME=/design/flow/orfs finish
$ cat flow/config.mk
export PLATFORM = sky130hd
export DESIGN_NAME = RegisterFile
export DESIGN_NICKNAME = RegisterFile
export VERILOG_FILES = /design/flow/design.v
export SDC_FILE = /design/flow/constraint.sdc
export NUM_CORES = 4
export LEC_CHECK = 1
export CORE_UTILIZATION = 40
$ cat flow/constraint.sdc
current_design RegisterFile

set clk_period 4.0
set clk_io_pct 0.2

create_clock -name clk0 -period $clk_period [get_ports {clk}]

set non_clock_inputs [all_inputs -no_clocks]
set_input_delay [expr $clk_period * $clk_io_pct] -clock clk0 $non_clock_inputs
set_output_delay [expr $clk_period * $clk_io_pct] -clock clk0 [all_outputs]
==> job_summary.md <==
## Implementation flow summary

| Metric | Value |
|---|---|
| Tmin final | `3.72 ns` |
| Comb area leader | `multiplexers` |
| Setup_tns | `0 ns` |
| RePlAce Congestion | `0.783` |
| Leakage | `1.83 nW` |
| Die height | `103 um` |
| CP Capture Type | `output port` |
| Synth Cell Area | `4080 um2` |
| Initial antenna violation count | `0` |
| Peak supply drop | `0.000233 V` |
| TritonCTS Sinks | `85` |
| Mux frac, synth | `18.8%` |
| Hpwl dp | `5100 um` |
| Area delta synth->final | `18.8%` |
| Routed len/inst | `18.3 um` |
| Clk slew on worst S/H paths | `0.07 ns` |
| Slew Limit Fails | `0` |
| Row Count | `36` |
| DRC | `0` |
| Max stage delay on crit path | `0.48 ns` |
| CP Max Fanout | `31` |
| Slew @ Worst Pin | `0.748 ns` |
| GR Layer Usage met3 | `3.65%` |
| Post-CTS Setup Inserts | `0` |
| Largest buffer count on any clock path | `2` |
| # IOs | `43` |
| Antenna Cells | `0` |
| FP Util | `41.5%` |
| Hold buffers post-CTS | `0` |
| Count of buffers from port buffering | `42` |
| First-pass GRT wire length | `14800 um` |
| # Max-Cap Violations | `0` |
| CP Data Required Time | `3.20 ns` |
| Cells in synth_stat.txt | `312` |
| Routed Wire Length | `8910 um` |
| Met2 global-route usage | `29.8%` |
| XORs/XNORs by Area | `0.215%` |
| Grt peak-use layer | `met1` |
| Status | `completed` |
| Initial DRC count | `102` |
| CTS tree | `built` |
| Type of the worst setup path | `input port to output port` |
| CP arrival | `2.92 ns` |
| PostCTS Resize Cnt | `0` |
| Vias in the first global route | `2707` |
| Largest net degree at the start of global routing | `52` |
| Via count | `2712` |
| Layout cell share with drive strength beyond 1 | `29.2%` |
| Ys flops | `85` |
| Met1 Resource Use GR | `30.7%` |
| Slowest cell on crit path | `clkdlybuf4s50_1` |
| CORE AREA | `9820 um2` |
| Gr ovfl total | `0` |
| AND-OR/OR-AND share of the synthesized area | `8.93%` |
| Max FFs per register | `85` |
| PD cells | `453 nW/um2` |
| Design area | `4840 um2` |
| Die Wd | `103 um` |
| Worst Clk Skew | `0 ns` |
| H-Tree Level Count | `3` |
| Seq share, synth | `54.2%` |
| Worst Hold Class | `register to register` |
| Via-to-Cell Ratio | `5.58` |
| Crit start category | `input port` |
| 1st-pass router iterations | `4` |
| Log Warnings | `25` |
| Max Fclk | `269 MHz` |
| Synthesized area per cell | `13.1 um2` |
| Die Area | `10600 um2` |
| Placed Instance Area | `4620 um2` |
| Antenna viol nets, final | `0` |
| Setup WS post-layout | `0.284 ns` |
| Slew headroom | `50.0%` |
| Final tally of hold violations | `0` |
| CP cell instances | `clkdlybuf4s50_1 -> buf_4 -> buf_4 -> nor4b_1 -> a211oi_1 -> o22a_1 -> clkdlybuf4s50_1` |
| Yosys Warn Count | `2` |
| Place WS | `0.271 ns` |
| Yosys cell types | `23` |
| Root buffer cell | `clkbuf_8` |
| Total power | `0.00220 W` |
| Post-synth area from yosys stat | `4080 um2` |
| Clk latency of the worst-skew pair | `0.35 ns` |
| Num CTS Buffers | `9` |
| GR Util All Layers | `19.3%` |
| Unrepaired setup endpoints after global routing | `no` |
| Setup violators final | `0` |
| Post-Syn Instances | `312` |
| Yosys adder share | `0%` |
| # fillers | `891` |
| AND/OR/NAND/NOR Cells, Area Fraction | `13.7%` |
| Crit share post-route | `92.9%` |
-- worst max-delay path, delay by kind of cell --
kind / cells / cell delay, ns
simple gates: 1 / 0.11
buf+inv: 4 / 1.54
compound gates: 2 / 0.45
-- cells in the mapped netlist (all sizes together) --
library cell / number / area share [%]
a211oi: 15 / 2.8
a21oi: 17 / 2.1
a221oi: 2 / 0.43
and4bb: 2 / 0.61
buf: 15 / 2.8
clkbuf: 13 / 1.2
dfrtp: 68 / 42
edfxtp: 17 / 13
inv: 1 / 0.092
mux2: 68 / 19
nand2: 18 / 1.7
nand3b: 34 / 6.3
nand4b: 1 / 0.37
nor2: 3 / 0.28
nor2b: 2 / 0.31
nor3b: 1 / 0.31
nor4: 1 / 0.15
nor4b: 16 / 3.8
o22a: 17 / 3.7
xnor2: 1 / 0.21
-- cell families after synthesis --
family / Yosys count
buffers and inverters: 29
AOI/OAI and AO/OA: 51
xor gates and xnor gates: 1
and+or+nand+nor: 78
DFF: 85
muxes: 68
-- cell type report --
type	count	area, um2	share of cell area, %
multi-input combinational	198	1710	35.4
sequential	85	2210	45.7
clock buffer	12	155	3.20
tap	133	166	3.44
clock inverter	4	70.1	1.45
inverter	1	3.75	0.0775
timing repair buffer	53	523	10.8
-- final timing paths --
kind,startpoint,end,slack [ns],cells after the start
max in group asynchronous,rst,Array_Data[3][3],2.39,3
max,R_Address[0],R_Data[11],0.28,7
max reg2reg,Array_Data[3][9],Array_Data[3][9],3.23,1
min reg2reg,Array_Data[3][1],Array_Data[3][1],0.51,1
min,Array_Data[3][1],Array_Data[3][1],0.51,1
min in group asynchronous,rst,Array_Data[0][13],0.94,2
-- metal layers --
layer / vias up / share of wire [%]
met5: - / 0
li1: 1244 / -
met4: 0 / 1.4
met2: 69 / 47
met1: 1390 / 47
met3: 9 / 4.1
-- report_power, final --
part / switching, W / internal (W) / leakage, nW
sequential: 0.0000718 / 0.00104 / 0.970
combinational: 0.000150 / 0.000255 / 0.748
clock: 0.000297 / 0.000385 / 0.116
total: 0.000519 / 0.00168 / 1.83
-- through the flow --
stage / hold WS, ns / utilization, % / std cells
floorplan: 0.479 / - / 312
global placement: 0.487 / 47.0 / 470
detailed placement: 0.493 / 47.0 / 470
CTS: 0.510 / 49.3 / 486
global route: 0.516 / 49.3 / 486
finish: 0.508 / 49.3 / 486
-- cells in the final DEF, fill, tap and decap left out, types with 2 or more instances in the layout --
cell	instances
and4bb_2	2
nand2_1	18
dfrtp_1	68
buf_12	2
clkdlybuf4s50_1	41
mux2_2	68
a21oi_1	17
nor2_1	3
o22a_1	17
a221oi_1	2
a211oi_1	15
nor2b_1	2
bufinv_16	2
edfxtp_1	17
buf_4	9
nor4b_1	15
clkbuf_8	11
nand3b_1	34
clkinv_2	2
Power and IR drop assume default switching activity.
